$ cat flow/run.sh
#!/bin/bash
# OpenROAD 26Q1-2900-gdf79404cd8, Yosys 0.63+post, stock flow scripts
make -C /OpenROAD-flow-scripts/flow DESIGN_CONFIG=/design/flow/config.mk WORK_HOME=/design/flow/orfs finish
$ cat flow/config.mk
export PLATFORM = sky130hd
export DESIGN_NAME = PmodAD1
export DESIGN_NICKNAME = PmodAD1
export VERILOG_FILES = /design/flow/design.v
export SDC_FILE = /design/flow/constraint.sdc
export NUM_CORES = 4
export LEC_CHECK = 1
export CORE_UTILIZATION = 30
$ cat flow/constraint.sdc
current_design PmodAD1

set clk_period 3.5
set clk_io_pct 0.2

create_clock -name clk0 -period $clk_period [get_ports {clk}]

set non_clock_inputs [all_inputs -no_clocks]
set_input_delay [expr $clk_period * $clk_io_pct] -clock clk0 $non_clock_inputs
set_output_delay [expr $clk_period * $clk_io_pct] -clock clk0 [all_outputs]
$ cat flow/design.v
`timescale 1ns / 1ps
module PmodAD1(
input Reset,
input clk,
output reg rx_done,
output wire [28:0] dataout,
input sdatain,
output wire SClk, 
output reg CS
	);
reg SClk_prov=1'b1;
parameter numberclk = 15'd2084;  
reg [14:0] counterclk = 15'b0000000000;
always @(posedge clk) begin
			if(Reset) begin
					SClk_prov <= 1'b0;
					counterclk <= 15'b0000000000;
			end
			else begin
					if(counterclk == numberclk) begin
							SClk_prov <= ~SClk_prov;
							counterclk <= 15'b0000000000;
					end
					else begin
							counterclk <= counterclk + 15'd1;
					end
			end
	end
assign SClk=SClk_prov;
reg flag = 1'b0;
parameter numberflag = 13'd2;  
reg [12:0] counterflag = 13'b0000000000;
always @(negedge SClk) 
	begin 
		if(Reset) begin
				flag <= 1'b0;
				counterflag <= 13'b0000000000;
			end
		else begin
			if(counterflag == numberflag)
   			begin
				flag <= 1'b1;
				counterflag <= 13'b0000000000;
				end
			else begin
							counterflag <= counterflag + 13'd1;
							flag <= 1'b0;
			end
			end
	end
localparam [1:0] ADC_IDLE_STATE      = 2'b00,
					  ADC_START_STATE     = 2'b01,
					  ADC_READ_STATE      = 2'b10,
					  ADC_DONE_STATE      = 2'b11;
reg [1:0] state, next_state;
reg [11:0] dataint, dataint_next;
reg [4:0] counter, counter_next;
always @(negedge SClk)
	if(Reset)
		begin
		state<= 2'd0;
		dataint <= 12'd0;
		counter <= 5'd0;
		end
	else
		begin
		state<= next_state;
		dataint <= dataint_next;
		counter <= counter_next;
		end
always @*
    begin
        next_state <= state;
		  dataint_next <= dataint;
		  counter_next <= counter;
        case(state)
            ADC_IDLE_STATE:
                begin
                    rx_done <= 1'b0;  
                    CS <= 1'b1;
						  if(counter==5'd0) begin next_state<=ADC_START_STATE; end
                end
            ADC_START_STATE:
                begin
                    rx_done  <= 1'b0;
                    CS <= 1'b1;
						  if (flag) begin next_state<=ADC_READ_STATE; end
                end
            ADC_READ_STATE:
                begin
                    rx_done <= 1'b0;
                    CS <= 1'b0;
						  counter_next <= counter + 5'b00001;
						  dataint_next <= {dataint[10:0], sdatain};
						  if (counter == 5'd15) begin next_state<=ADC_DONE_STATE; end else begin next_state<=ADC_READ_STATE; end  
                end
            ADC_DONE_STATE:
                begin
                    rx_done <= 1'b1;
                    CS  <= 1'b0;
						  counter_next <= 5'd0;
						  next_state<=ADC_IDLE_STATE;
                end
            default:
                begin
                    rx_done <= 1'b0;
                    CS <= 1'b1;
						  counter_next <= 5'd0;
						  next_state<=ADC_IDLE_STATE;
						  dataint_next<=16'd0;
                end
        endcase
    end
reg [11:0] datatrunk;
always @(negedge SClk or posedge Reset)
      if (Reset) begin
         datatrunk <= 16'd0;
      end else if (rx_done) begin
         datatrunk <= dataint;
      end
assign dataout = {{15{~datatrunk[11]}},datatrunk[10:0],3'b000};
endmodule 
==> results.json <==
{
  "status": "finished clean",
  "drv_slew": 0,
  "maxCapViolations": 0,
  "untimed_endpoints": 75,
  "power.static_leakage_nw": 1.18,
  "clk_pin_slew_ns": 0.06,
  "xor_share_pct": 8.63,
  "clk_path_buf_depth": 2,
  "drc": 0,
  "async_reset_ff_share_pct": 19.0,
  "final_cells": 399,
  "vias_per_cell": 4.47,
  "fp_util_pct": 30.9,
  "top_logic_kind": "simple AND/OR/NAND/NOR gates",
  "h-tree-depth": 1,
  "most_common_cell": "dfxtp_1",
  "antenna_found_initial": 0,
  "period_used_pct": 58.5,
  "yosysTopAreaCell": "dfxtp_1",
  "r2r_slack_ns": 1.90,
  "skew_ns": 0.00303,
  "cp.required_ns": 2.80,
  "grt_usage_pct": 8.96,
  "routabilityCongestion": 0.787,
  "num_rows": 35,
  "fmax_mhz": 489,
  "diodes": 0,
  "relSlewSlack_pct": 57.1,
  "numCtsBuffers": 3,
  "grt_max_degree": 36,
  "die-area_mm2": 0.00986,
  "setup_viol": 0,
  "hold_class": "flip-flop to flip-flop",
  "num_vias": 1782,
  "fin_crit_ns": 2.05,
  "grt_pass1_vias": 1640,
  "fillers": 915,
  "cp_max_fo": 14,
  "area_growth_pct": 9.29,
  "clock_latency_ns": 0.24,
  "wire_per_inst_um": 10.5,
  "synth_area_mm2": 0.00284,
  "powerDensity_mw_per_mm2": 113,
  "placed_cells": 396,
  "layout_setup_ws_ns": 1.45,
  "fp.coreArea_mm2": 0.00920,
  "yosys-stat-area_mm2": 0.00284,
  "ys_seq_share_pct": 46.5,
  "drive_gt1_share_pct": 10.4,
  "crit_path_end_kind": "output port",
  "dieHeight_um": 99.3,
  "hpwl_um": 3080,
  "cts_tree": "yes",
  "firstDrtPassIters": 6,
  "grt.overflow.total": 0,
  "cts_setup_buffers": 0,
  "grt_pass1_wl_um": 7360,
  "critPathTopFamily": "flip-flops",
  "dp_slack_ns": 1.25,
  "synth.cellmix.simpleShare_pct": 21.0,
  "synthTopCellsByCount": "51 x dfxtp_1, 49 x nor2_1, 28 x buf_4",
  "synth.top_cells.by_area": "dfxtp_1 36%, dfrtn_1 11%, buf_4 7.4%",
  "ios": 35,
  "die_w_um": 99.3,
  "synth_cells": 286,
  "cts-root-buf": "clkbuf_8",
  "critical_path_arrival_ns": 1.35,
  "ant_nets": 0,
  "ys_seq_elements": 63,
  "unclocked_regs": 47,
  "tightest_slew_ns": 0.643,
  "setup-tns-final_ns": 0,
  "cp_num_buf_inv": 1,
  "worstSetupStartpointType": "flip-flop",
  "edf_count": 0,
  "syn_area_per_cell_um2": 9.94,
  "crit_path_cell_trace": "clkdlybuf4s50_1",
  "portBuffers": 31,
  "ir_worst_vdd_mv": 0.0930,
  "top_cell_area_share_pct": 35.9,
  "yosysWarnings": 1,
  "routed_wirelength_um": 4200,
  "slowest_delay_ns": 0.56,
  "aoi_share_pct": 1.10,
  "rsz0062_at_grt": "false",
  "critical_path_class": "flip-flop to output port",
  "drt_iter0_drc": 71,
  "ys_sh_mux_pct": 8.94,
  "openroad.warnings": 28,
  "hold_viol_final": 0,
  "hold_buffers": 0,
  "fa_ha_area_share_pct": 3.08,
  "ff_type": "dfxtp_1",
  "synth_cell_type_count": 37,
  "crit_slowest_cell": "dfxtp_1",
  "ys_cells": 286,
  "fin_hold_ws_ns": 0.503,
  "post_cts_resize_count": 0
}
metal layers:
layer  part of all wire [%]  track usage [%]  vias up
met3                    1.9            0.286        2
met5                      0                0        -
met2                     44             15.2       31
met1                     53             13.5      829
met4                   0.71             1.02        0
li1                       -                -      920
sequential cells by signal (all words and copies together) (netlist names):
register and flops:
SClk_prov 1, counter 5, counterclk 15, counterflag 13
dataint 12, datatrunk 12, flag 1, state 4
report_power, final:
part / total, mW / internal, mW / switching (mW)
Sequential: 0.190 / 0.185 / 0.00485
Clock: 0.133 / 0.0761 / 0.0574
Combinational: 0.0266 / 0.00860 / 0.0180
Total: 0.350 / 0.270 / 0.0802
through the flow:
stage | power [mW] | instance area [um^2] | util, %
final | 0.350 | 3110 | 33.8
after global placement | 0.221 | 3060 | 33.3
after global routing | 0.369 | 3110 | 33.8
after detailed placement | 0.221 | 3060 | 33.3
after CTS | 0.354 | 3110 | 33.8
after floorplan | 0.216 | 2850 | -
path summary, 6_finish.rpt:
kind,start,to,depth (start not counted)
max reg2reg,counterclk[0],counterclk[7],6
min reg2reg,counterclk[0],counterclk[0],1
max,SClk_prov,SClk,1
min,counterclk[0],counterclk[0],1
layout by cell type (no fill, tap or decap):
cell type,synthesis,layout
nor3_1,6,6
or4b_1,1,1
nand2b_1,1,1
and2_1,1,1
o21ai_0,1,1
nand4_1,7,7
and4_2,1,1
conb_1,1,3
nor2_2,4,4
o22ai_1,1,1
mux2_2,11,11
clkdlybuf4s50_1,0,31
buf_4,28,3
nor4_4,1,1
nand3_1,10,10
nand2_1,11,11
clkbuf_8,0,3
xnor2_1,19,19
or2_2,1,1
nor4_1,2,2
dfxtp_1,51,51
inv_1,12,12
nor4_2,3,3
nor4b_1,3,3
mux2i_1,13,13
and4bb_1,1,1
a21o_1,1,1
a211oi_1,1,1
nand4_4,2,2
ha_1,7,7
dfrtn_1,12,12
nor2_1,49,49
and3_1,4,4
xor2_1,9,9
a21oi_1,1,1
nand2_2,1,1
final cells by class:
class                      instances  area, um^2  area share [%]
tap                              111         139            4.47
clock buffer                       3        41.3            1.33
inverter                          12        45.0            1.45
timing repair buffer              34         333            10.7
multi-input combinational        176        1230            39.5
sequential                        63        1320            42.5
cell families (layout without fill, tap and decap cells):
kind of cell,Yosys count,count (layout)
and+or+nand+nor,109,109
adders and majority gates,7,7
xor gates and xnor gates,28,28
buffers and inverters,49,49
DFF,63,63
muxes,24,24
AOI/OAI and AO/OA,5,5
other,1,3
Power and IR drop assume default switching activity.
